<file path="./design.v">
`timescale 1ns / 1ps
module BRAM_mod  #(
    parameter ADDR_WIDTH = 8,
    parameter DATA_WIDTH = 8,
    parameter NUM_WORDS  = 256
    )
    (
    input  logic                    clk_i,
    input  logic                    en_i,
    input  logic [ADDR_WIDTH-1:0]   addr_i,
    input  logic [DATA_WIDTH-1:0]   wdata_i,
    output logic [DATA_WIDTH-1:0]   rdata_o,
    input  logic                    we_i
    );
logic [DATA_WIDTH-1:0] reg_array [NUM_WORDS-1:0];
integer i;
initial begin
    for( i = 0; i < NUM_WORDS-1; i = i + 1 ) begin
        reg_array[i] <= 0;
    end
end
always @(posedge(clk_i)) begin
    if( we_i & en_i ) begin
        reg_array[addr_i] <= wdata_i;
    end
    rdata_o <= reg_array[addr_i];
end
endmodule  
</file>
<file path="./run.sh">
#!/bin/bash
# OpenROAD 26Q1-2900-gdf79404cd8, Yosys 0.63+post, stock flow scripts
make -C /OpenROAD-flow-scripts/flow DESIGN_CONFIG=/design/flow/config.mk WORK_HOME=/design/flow/orfs finish
</file>
<file path="./config.mk">
export PLATFORM = sky130hd
export DESIGN_NAME = BRAM_mod
export DESIGN_NICKNAME = BRAM_mod
export VERILOG_FILES = /design/flow/design.v
export SDC_FILE = /design/flow/constraint.sdc
export NUM_CORES = 4
export LEC_CHECK = 1
export CORE_UTILIZATION = 30
</file>
<file path="./constraint.sdc">
current_design BRAM_mod

set clk_period 20.4
set clk_io_pct 0.2

create_clock -name clk0 -period $clk_period [get_ports {clk_i}]

set non_clock_inputs [all_inputs -no_clocks]
set_input_delay [expr $clk_period * $clk_io_pct] -clock clk0 $non_clock_inputs
set_output_delay [expr $clk_period * $clk_io_pct] -clock clk0 [all_outputs]
</file>
==> flow_summary.yaml <==
# synthesis and place-and-route metrics
global_routing:
  grt_overflow_total: 0
  grt_antenna_before_repair: 12
  gr-usage-all-layers_pct: 15.82
  first_global_vias: 40640
  grt_first_pass_wirelength_mm: 279.1
  maximum_number_of_pins_on_one_net_before_global_route_repair: 119
critical_path:
  critPathMaxFanout: 64
  worstPathArrival_ns: 9.40
  critPathCaptureType: "flop"
  crit_start: "addr_i[0]"
  cp_data_required_time_ns: 21.02
  timing.setup.critical_path_class: "input port to flop"
  worst_setup_path_start_kind: "input port"
  worst_r2r_startpoint: "reg_array[43][2]$_DFFE_PP_"
clocking:
  cts_repair_resize_count: 0
  cts_tree: "yes"
  cts.root.buffer_cell: "clkbuf_16"
  clock_sink_count: 2056
  h_tree_lvl_count: 4
  clkTransAtPathRegs_ns: 0.06
  total_clock_buffers_created_by_cts: 191
  clockBufferDepth: 3
  cts_setup_buffers: 0
  clock_latency_ns: 0.80
  post_cts_hold_buffer_count: 0
sta:
  grt_setup_unrepaired: "no"
  hold_viol_final: 0
  timing_max_transition_violations_final: 0
  finalSetupTns_ns: 0
  layout_worst_path_cycle_share_pct: 43.07
  fin_worst_skew_ns: 0.02575
  slew-limit-headroom_pct: 16.57
  period_minus_slack_ns: 8.787
  worst-slew-pin-transition_ns: 1.235
  fin_ws_ns: 11.61
  fmaxAchievable_ghz: 0.1138
  report.final.setup_viol: 0
final_layout:
  lay_top_cells: "2048 x edfxtp_1, 512 x mux4_2, 258 x nor2_1, 256 x a22oi_1, 195 x clkbuf_16"
  final_cell_count_no_fill: 7196
  fillCellCount: 23500
  area.combinational_um2: 15740
  layout-drive-gt1-share_pct: 24.09
  syn_to_final_growth_pct: 13.40
  seqCellArea_um2: 61660
  layout_top_cell: "edfxtp_1"
detailed_routing:
  drc: 0
  final_antenna_net_count: 0
  drtPass1Iterations: 7
  route.detailed.vias_per_inst: 5.064
  drt-initial-drc-count: 2563
  drt_wl_total_mm: 191.9
  dr_total_vias: 36440
  routed_wirelength_normalized_by_instance_count_um: 26.66
die:
  row_count: 187
  total_die_size_um2: 263000
  fp_util_pct: 30.17
  ioPinCount: 27
  die_w_um: 512.8
  design.core.area_um2: 259500
  chipHeight_um: 512.8
synthesis:
  yosys_cells: 3525
  ys.flops: 2056
  synthesis.instances: 3525
  synth_cell_types: 22
  mappedNetlistArea_um2: 78280
  synth-seq-area-share_pct: 78.76
  synth_area_per_cell_um2: 22.21
  synth.yosys.chip_area_um2: 78280
  ys_warnings: 1
placement:
  place.detailed.instances: 6850
  weighted_congestion_at_the_end_of_routability_driven_global_placement: 0.8698
  numPortBuffers: 26
  place_hpwl_mm: 114.1
  place_ws_ns: 10.71
power:
  power_switching_share_pct: 20.61
  power_per_cell_area_nw_per_um2: 94.77
  irDropWorstVdd_v: 0.00007823
  power_frac_seq_pct: 55.4
  intPower_mw: 6.679
  power.static_leakage_nw: 26.21
  share_clk_of_total_power_pct: 40.1
  power.combinational.fraction_pct: 4.5
  switching_power_mw: 1.734
outcome:
  run_status: "complete, no violations"
hold_path:
  min-delay-start: "reg_array[53][3]$_DFFE_PP_"
  worstHoldPathType: "flop to flop"
flow_run:
  log.warning_count: 32
  cap_viol_max_count: 0
-- layout make-up --
class,instances,share of cell area (%)
multi-input combinational,1244,17.73
antenna,4,0.01127
timing repair buffer,148,1.435
tap,3402,4.795
clock buffer,256,5.788
sequential,2056,69.45
clock inverter,86,0.7864
-- worst max-delay path, stage by stage --
cell and delay, ns:
buf_8 0.37, buf_4 0.65, buf_4 0.64, buf_4 0.59, buf_12 0.47, mux4_2 0.59
a22oi_1 0.32, a21oi_1 0.20, o41ai_1 1.03, nand4_1 0.18
-- registers in the layout, indices dropped and copies added, names as in the netlist --
signal and cells:
reg_array 2048, rdata_o 8
-- cells by family after synthesis --
kind of cell / Yosys count / share of synthesized area, %
AND-OR/OR-AND: 416 / 3.631
flip-flops: 2056 / 78.76
buffers and inverters: 225 / 1.275
AND/OR/NAND/NOR: 316 / 1.600
multiplexers: 512 / 14.73
-- cells in the mapped netlist (all sizes together) --
master	number	area, um^2
a21oi	128	640.6
a22oi	256	1922
and2	2	12.51
and4	1	8.760
buf	82	461.7
clkbuf	143	536.8
dfxtp	8	160.2
edfxtp	2048	61500
mux4	512	11530
nand2	30	112.6
nand2b	2	12.51
nand3	4	20.02
nand4	8	50.05
nor2	259	972.2
nor2b	6	37.54
nor3	1	5.000
nor3b	2	15.01
o41ai	32	280.3
or2	1	6.260
-- metal layers --
layer / vias to the layer above / share of wire, % / global-route usage, %
met2: 2061 / 48 / 24.07
met3: 284 / 17 / 12.96
met5: - / 0.17 / 0.6941
li1: 15240 / - / -
met4: 16 / 2.2 / 2.678
met1: 18840 / 33 / 17.37
-- per-stage QoR --
stage	utilization (%)	hold slack (ns)	instance area [um^2]	total power [mW]
after CTS	34.20	0.9863	88750	8.492
after detailed placement	31.95	0.9666	82920	5.134
final	34.21	0.9981	88780	8.413
after global placement	31.95	0.9897	82900	5.130
after global routing	34.21	1.012	88770	8.670
after floorplan	-	0.8191	78280	4.942
-- path summary, 6_finish.rpt --
kind                         to  slack (ns)  cells after the start
min reg2reg  rdata_o[3]$_DFF_P_         1.0                      5
max          rdata_o[2]$_DFF_P_       11.61                     10
min          rdata_o[3]$_DFF_P_         1.0                      5
max reg2reg  rdata_o[2]$_DFF_P_       17.44                      5
-- power by group through the flow --
| stage | sequential (mW) | clock [mW] | combinational, mW |
|---|---|---|---|
| CTS | 4.66 | 3.45 | 0.383 |
| finish | 4.66 | 3.38 | 0.377 |
| global route | 4.66 | 3.60 | 0.408 |
Power and IR drop assume default switching activity.
